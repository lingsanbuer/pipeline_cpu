`./run.sh`:
```
#!/bin/bash
# OpenROAD 26Q1-2900-gdf79404cd8, Yosys 0.63+post, stock flow scripts
make -C /OpenROAD-flow-scripts/flow DESIGN_CONFIG=/design/flow/config.mk WORK_HOME=/design/flow/orfs finish
```
`./config.mk`:
```
export PLATFORM = sky130hd
export DESIGN_NAME = uart_buffer
export DESIGN_NICKNAME = uart_buffer
export VERILOG_FILES = /design/flow/design.v
export SDC_FILE = /design/flow/constraint.sdc
export NUM_CORES = 4
export LEC_CHECK = 1
export CORE_UTILIZATION = 40
```
`./design.v`:
```
`timescale 1ns / 1ps
module uart_buffer (
    input clk, rst,
    input wire ready,
    input wire [7:0] sim_uart_char,
    input wire sim_uart_char_valid,
    output wire busy,
    output reg send,
    output reg [7:0] datao
);
    localparam SIZE = 256;
    reg[7:0] buffer[0:SIZE-1];
    reg [8:0] head;
    reg [8:0] tail;
    reg full;
    wire [8:0] next_tail = (tail == SIZE-1)? 0 : tail+1;
    wire update_head = ready && (head != tail || full);
    wire [8:0] next_head = update_head ? 
                           head == SIZE-1 ? 0 : head+1 
                           : head;
    assign busy = full;
    always@(posedge clk) begin
        if(rst) begin
            head <= 0;
            tail <= 0; 
            full <= 0;
        end else begin
            if (update_head) begin
                datao <= buffer[head];
                send <= 1'b1;
                head <= (head == SIZE-1)? 0 : head+1;
                full <= 0;
            end
            if (sim_uart_char_valid) begin
                buffer[tail] <= sim_uart_char;
                tail <= next_tail;
                full <= next_tail == next_head;
            end
            if (send == 1'b1) begin
                send <= 1'b0;
            end 
        end
    end
endmodule
```
`./constraint.sdc`:
```
current_design uart_buffer

set clk_period 39.4
set clk_io_pct 0.2

create_clock -name clk0 -period $clk_period [get_ports {clk}]

set non_clock_inputs [all_inputs -no_clocks]
set_input_delay [expr $clk_period * $clk_io_pct] -clock clk0 $non_clock_inputs
set_output_delay [expr $clk_period * $clk_io_pct] -clock clk0 [all_outputs]
```
==> Changelog: implementation <==
## Flow update

* Outcome: finished, final reports clean
* Initial antenna violation count at 10
* Post-synth EDFFs at 2057
* Crit Reg-Reg Startpoint: head[0]$_SDFFE_PP0N_
* Share of cells above drive strength 1 at about 28%
* Final wirelength at 196700 µm
* Unrepaired setup endpoints after global routing: no
* DR vias at about 37000
* Switching power at approximately 1100 µW
* Non-filler instance count after layout at between 6000 and 7000
* Max cap viols at 0
* Seq/Total Area, Yosys at ~77%
* Total core area at between 200000 and 250000 µm²
* Yosys Instances at 3541
* Slew headroom at roughly two fifths
* Fmax at ~94 MHz
* Worst setup path endpoint: buffer[52][6]$_DFFE_PP_
* Slack of the worst reg-to-reg path at 33.57 ns
* Worst Tran Pin Value at 0.9115 ns
* Dominant Register Cell: edfxtp_1
* Seq pwr share at 50.8%
* Vias in the first global route at a little over 40000
* H-tree depth at 4
* Kind of critical path: primary input to flop
* Sink Count at about 2100
* Synthesized area per cell at 22.83 µm²
* Number of CTS-inserted buffers at about 200
* Dpl hpwl at 120200 µm
* Area share, top type at roughly 76%
* Port Buffers at 21
* Gr ovfl total at 0
* Final hold vios at 0
* GRT Util Overall at between 20% and 30%
* First-iteration detailed-routing DRC count at between 2000 and 3000
* Maximum VDD drop at ~38 µV
* P_leak at about 0.027 µW
* CTS clk-pin slew, worst paths at around 0.06 ns
* Async SR Flop Fraction at 0%
* Worst Clk Skew at 0.04789 ns
* CP startpoint kind: primary input
* Tool warnings at 33
* Maximum buffer depth of the clock tree at 3
* Critical-path maximum fanout at 20
* Largest net degree at the start of global routing at just over 100
* CTS tree: yes
* R2r endpoint: datao[5]$_DFFE_PP_
* Synth area leaders: edfxtp_1, mux4_2, nor2_1
* GP Congestion at roughly 0.92
* Clock power share at just over 40%
* Rows at about 160
* Root buffer selected by CTS: clkbuf_16
* Initial Utilization at between 40% and 50%
* Placed cells at 6104
* WL per Instance at slightly above 30 µm
* Tcrit/Tclk final at 26.94%
* Final slew viol count at 0
* Pwr Total at ~4800 µW
* Clk latency late pin at 0.83 ns
* Fillers at 16400
* Count leader, synth: edfxtp_1
* Hold WC Path Type: flop to flop
* DP Area at ~84000 µm²
* Die X at about 450 µm
* P&R area growth vs syn at 12.59%
* DR pass1 iterations at 5
* Die height at 451.6 µm
* Setup TNS at 0 ns
* Vias per cell at roughly 5.6
* Period minus WS final at roughly 11 ns
* Min Hold Slack at ~0.54 ns
* Yosys reg bits at around 2100
* First-pass GRT wire length at 288000 µm
* Cts hold-fix bufs at 0
* Worst r2r path cells at 9
* Final Cell Area at around 91000 µm²
* I/O Pins at 22
* Post-synth top area cell: edfxtp_1
* Post-synthesis cell count at 3541
* Drc violations at 0
* Final setup viols at 0
* Mapped Area at a little over 80000 µm²
* Critical Path AT at 11.04 ns
* Combinational share of power at about 9%
* Post-CTS setup buffer count at 0
* List of most frequent post-synthesis cells: edfxtp_1, mux4_2, nor2_1
* Worst setup path startpoint: sim_uart_char_valid
* Post-route ant nets at 0
* Total of cells resized after clock tree synthesis at 0
* CP required at 39.83 ns
* Endpoint class of the critical path: flop
* Switching Share at 22.23%
* Chip Area, Yosys at 80850 µm²
* Synth cell types at 54
* Ys Warns at 1
* Die area at about 200000 µm²
* Power density over the cells at between 50 and 60 nW/µm²
* Int Pwr at around 3700 µW
==> cell families after synthesis <==
logic type	after synthesis	synth area share, %
flops	2076	76.87
mux	692	18.61
simple gates	436	2.256
buf+inv	229	1.250
compound gates	79	0.6747
xor+xnor	24	0.2600
fa+ha+maj	5	0.07738
==> power by group through the flow <==
stage	registers, µW	clock network [µW]	logic [µW]
after global routing	2430	2040	464
after CTS	2440	1970	440
final	2430	1930	430
==> sequential cells by signal, summed over array words and instances, names as in the netlist <==
name / count
full: 1
datao: 8
tail: 9
send: 1
head: 9
buffer: 2048
==> worst min path at each step <==
stage,startpoint,to,slack [ns],cells after the start
final,tail[8]$_SDFFE_PP0P_,tail[8]$_SDFFE_PP0P_,0.54,2
after global routing,tail[8]$_SDFFE_PP0P_,tail[8]$_SDFFE_PP0P_,0.56,2
after CTS,tail[8]$_SDFFE_PP0P_,tail[8]$_SDFFE_PP0P_,0.53,2
==> layer usage <==
layer	vias to the layer above	routed length [µm]	track usage [%]
met5	-	391	1.119
met4	16	4713	4.343
met3	268	34230	17.42
met2	2382	91900	30.76
met1	18760	65450	27.54
li1	15220	-	-
==> per-stage QoR <==
step           setup slack, ns  utilization (%)
5_1_grt                  28.71            45.44
3_3_place_gp             28.15            42.11
4_1_cts                  28.93            45.44
2_1_floorplan            29.87                -
3_5_place_dp             28.06            42.11
6_report                 28.78            45.45
==> placed cells by master, fill, tap and decap left out, types with 6 or more instances in the layout <==
| cell | instances |
|---|---|
| a211oi_1 | 11 |
| a21oi_1 | 12 |
| a22oi_1 | 15 |
| buf_4 | 101 |
| bufinv_16 | 22 |
| clkbuf_1 | 37 |
| clkbuf_16 | 205 |
| clkbuf_8 | 8 |
| clkdlybuf4s50_1 | 13 |
| clkinv_1 | 37 |
| clkinv_2 | 32 |
| clkinvlp_4 | 15 |
| dfxtp_1 | 13 |
| diode_2 | 13 |
| edfxtp_1 | 2057 |
| inv_1 | 9 |
| inv_6 | 9 |
| mux2i_1 | 41 |
| mux4_2 | 649 |
| nand2_1 | 57 |
| nand3_1 | 29 |
| nand4_1 | 6 |
| nor2_1 | 292 |
| nor2b_1 | 17 |
| nor3_1 | 8 |
| o21ai_0 | 9 |
| xnor2_1 | 11 |
| xor2_1 | 13 |
==> critical path, stage by stage <==
cell and delay, ns:
clkdlybuf4s50_1 0.82, nor2b_1 0.20, buf_4 0.27, nand3_1 0.72
buf_4 0.53, nor2_1 0.58
==> final cells by class <==
cell class / count / area [µm²] / share of cell area (%)
Clock buffer: 242 / 5269 / 5.788
Multi-Input combinational cell: 1236 / 17720 / 19.46
Clock inverter: 127 / 1401 / 1.539
Tap cell: 2656 / 3323 / 3.651
Antenna cell: 13 / 32.53 / 0.03574
Sequential cell: 2076 / 62170 / 68.30
Inverter: 10 / 37.54 / 0.04124
Timing Repair Buffer: 126 / 1079 / 1.185
Power figures rest on the tool's default switching activity, not on a simulated workload.
